### ./config.mk
export PLATFORM = sky130hd
export DESIGN_NAME = udpparser
export DESIGN_NICKNAME = udpparser
export VERILOG_FILES = /design/flow/design.v
export SDC_FILE = /design/flow/constraint.sdc
export NUM_CORES = 4
export LEC_CHECK = 1
export CORE_AREA = 10 10 229 229
export DIE_AREA = 0 0 239 239
### ./constraint.sdc
current_design udpparser

set clk_period 1.0
set clk_io_pct 0.2

create_clock -name clk0 -period $clk_period [get_ports {clock}]

set non_clock_inputs [all_inputs -no_clocks]
set_input_delay [expr $clk_period * $clk_io_pct] -clock clk0 $non_clock_inputs
set_output_delay [expr $clk_period * $clk_io_pct] -clock clk0 [all_outputs]
### ./design.v
module udpparser(clock, reset, in_tdata, in_tvalid,in_tstrb,in_tlast,in_tready, out_tdata,out_tvalid ,out_tstrb,out_tlast, out_tready);
   input clock, reset, in_tvalid, in_tlast ; 
   input [255:0] in_tdata;
   input [31:0] in_tstrb;
   input out_tready;
   output reg in_tready;
   output reg out_tvalid;
   output reg out_tlast;
   output reg [31:0] out_tstrb;
   output reg [255:0] out_tdata;
   reg [15:0] opCode;     
   reg [255:0] data;
   integer i;
   reg sum, max, min;
    parameter S0 = 0, 
              S1 = 1, 
              S2 = 2, 
              S3 = 3, 
              S4 = 4, 
              S5 = 5, 
              S6 = 6, 
              S7 = 7;
    reg [2:0] current_state, next_state;
  always @ (posedge clock) 
     begin
       if (!reset)
         begin
         	data[255:0]<=0; 
         	current_state <= S0;
         	out_tvalid = 1;
         out_tdata = 8'hAF;
         end
       else begin 
       current_state <= next_state;
         end
     end
  always @ (*)
     begin
         case(current_state)
             S0: begin   
                in_tready=1;
                 if(in_tready && in_tvalid)
                   begin
                                      next_state = S1;  
                out_tvalid = 1;
                out_tdata = 10;
                   end
                   else begin
                   next_state = S0;
                                   out_tvalid = 1;
                out_tdata = 8'hAA;
                end
               end
             S1: begin
                 if(in_tready && in_tvalid)
                 begin
                     data = in_tdata[0 +: 160];   
                     opCode = in_tdata[160 +: 16];
                     out_tstrb = opCode;
                     sum = 8'hBB;
                     max = 8'hBC;
                     min = 8'hBD;
                     out_tvalid = 1;
                                out_tdata = in_tdata[0 +: 32];
                     case(opCode)
                         0: begin
                                for (i=0; i<160; i = i+32)
                                   begin
                                      sum = sum + data[i +: 32];
                                   end
                                out_tvalid = 1;
                                out_tdata = sum;
                                out_tstrb = 8'hFA;
                            end
                         1: begin
                                for (i=0; i<160; i = i+1)
                                   begin
                                      if (max>data[i +: 32])
                                        max = data[i +: 32];
                                      else 
                                        max = max;
                                   end
                                out_tvalid = 1;
                                out_tdata = max;
                                out_tstrb = 8'hFB;
                            end
                         2: begin
                                for (i=0; i<160; i = i+1)
                                   begin
                                      if (min<data[i +: 32])
                                        min = data[i +: 32];
                                      else 
                                        min = min;
                                   end
                                out_tvalid = 1;
                                out_tdata = min;  
                                out_tstrb = 8'hFC;                                 
                            end   
                          default: begin
                                out_tvalid = 1;
                                out_tdata = 8'hAC;        
                                end         
                     endcase
                     next_state = S2;
                     end
                   else begin
                   next_state = S1;
                   out_tvalid = 1;
                   out_tdata = 8'hCB;
                   end
               end             
             S2: begin
                   next_state = S0;
                   out_tvalid = 1;
                   out_tdata = 8'hCC;
               end             
             S3: begin
               end             
             S4: begin
               end             
             S5: begin
               end             
             S6: begin
               end             
             S7: begin
               end
             default: begin
             next_state = S0;
             out_tvalid = 1;
                                out_tdata = 3;
                                end
           endcase
        end
endmodule
### ./run.sh
#!/bin/bash
# OpenROAD 26Q1-2900-gdf79404cd8, Yosys 0.63+post, stock flow scripts
make -C /OpenROAD-flow-scripts/flow DESIGN_CONFIG=/design/flow/config.mk WORK_HOME=/design/flow/orfs finish
==> metrics.yaml <==
warnings: 302
hold_viol: 0
io_pins: 584
fmax_mhz: 1500
fillers: 5652
layout-drive-gt1-share_pct: 2.49
cts_made_buffers: 3
wl_met3_mm: 1.42
critPathMaxStageDelay_ns: 0.41
num_rows: 80
setup_viol_count_final: 0
post_cts_buffers: 0
first_pass_iters: 3
first_global_vias: 1665
area_growth_pct: 4.43
wirelength_mm: 5.93
wl_met1_mm: 2.84
p_leak_uw: 0.00132
vias: 1266
syn_area_per_cell_sq_um: 7.94
lay_top_cells: "275 x conb_1, 34 x clkdlybuf4s50_1, 18 x dlxtn_1, 6 x o21bai_1"
place_congestion: 0.678
topCellsByArea: "buf_4 78%, dlxtn_1 10%, ha_1 1.9%, o21bai_1 1.7%, dfxtp_1 1.5%"
ys_types: 19
hp-class: "input port to flop"
antenna_found_initial: 1
criticalPathCategory: "input port to flop"
finalPower_uw: 985
setup_tns_ns: 0
unclocked_regs: 18
path_clk_slew_ns: 0.03
worstSetupPathDepth: 2
endpoint_kind: "flop"
fin_crit_sh_pct: 66.9
core_sq_um: 47500
cp.arrival_ns: 0.77
first_iter_violations: 11
yosysCellCount: 334
worst-path-max-fanout: 2
rsz0062_at_grt: "no"
cts-resized-gates: 0
die-area_sq_um: 57100
routedWlPerCell_um: 6.07
top_area_cell: "buf_4"
gr-total-overflow: 0
synth_area_sq_um: 2650
crit_buf_inv: 1
met2WireLength_mm: 1.65
grt_start_max_net_pins: 17
cts_root_buffer: "clkbuf_16"
hold_depth: 2
power.density_nw_per_um2: 355
gr-usage-all-layers_pct: 1.57
cp_top_family: "buffers and inverters"
worstPathCellList: "clkdlybuf4s50_1 -> and2_1"
dp_hpwl_mm: 5.65
initCoreUtil_pct: 5.58
cts_max_level: 1
yosysWarnings: 516
maxCapViolations: 0
postRouteAntennaNets: 0
untimed_endpoints: 34
top_area_share_pct: 77.8
syn_inst: 334
yosys_area_sq_um: 2650
lay_top_count: "conb_1"
start_kind: "input port"
ctsHoldBuffers: 0
status: "completed"
ir_drop_uv: 358
required_ns: 1.10
period_needed_ns: 0.669
cts_tree: "built"
numSynthFlops: 20
drc: 0
dr.max_layer_used: "met5"
cpMaxStageDelayCell: "clkdlybuf4s50_1"
clk_path_buf_depth: 2
drv_slew: 0
grt_pass1_wl_mm: 7.25
final_util_pct: 5.83
die_h_um: 239
die_w_um: 239
portBuffers: 34
viasPerCell: 1.29
-- final cells by class --
| type | instances | area (sq um) | share of cell area [%] |
|---|---|---|---|
| tap | 615 | 769 | 27.8 |
| timing repair buffer | 35 | 348 | 12.6 |
| sequential | 20 | 310 | 11.2 |
| multi-input combinational | 300 | 1250 | 45.2 |
| antenna | 2 | 5.00 | 0.181 |
| inverter | 3 | 11.3 | 0.407 |
| clock buffer | 3 | 75.1 | 2.71 |
-- flip-flops by register name, summed over array words and instances, names as in the netlist --
register       flops
out_tstrb         16
current_state      2
next_state         2
-- power breakdown --
part / switching, uW / internal, uW / total [uW]
combinational: 132 / 125 / 257
clock: 86.1 / 508 / 594
sequential: 6.36 / 127 / 133
total: 224 / 760 / 985
-- stage by stage --
stage	hold WS [ns]	std cells	area [sq um]	worst slack [ns]
final	0.591	978	2770	0.331
after global routing	0.615	976	2770	0.317
after CTS	0.593	976	2770	0.330
after detailed placement	0.821	973	2690	0.104
after global placement	0.827	973	2690	0.0997
after floorplan	0.322	607	3680	0.560
-- kinds of logic after synthesis --
kind of cell,after synthesis,synth area share (%)
buffers and inverters,287,79.8
latches,18,10.2
and+or+nand+nor,12,3.54
AOI/OAI and AO/OA,7,1.89
adders and majority gates,4,1.89
other,2,0.283
muxes,2,0.943
DFF,2,1.51
-- path summary, 6_finish.rpt --
kind                  startpoint               end  slack [ns]
worst max-delay path       reset  current_state[0]        0.33
worst min-delay path       reset  current_state[1]        0.59
-- per-layer routing --
layer	vias to the layer above	track usage (%)
li1	517	-
met5	-	0
met4	2	0.0579
met3	2	1.42
met1	484	2.13
met2	261	1.86
-- synthesized netlist by cell type (all sizes together) --
cell type and number:
mux2i 1, nor2 1, o21bai 6, nand2b 1, mux2 1, nand4 1
and2 4, dlxtn 18, nand2 1, o21ai 1, nor4 3, inv 3
ha 4, buf 275, dfxtp 2, dlygate4sd3 1, clkbuf 8, conb 2
nor3 1
Power and IR drop assume default switching activity.
