$ cat /design/flow/config.mk
export PLATFORM = sky130hd
export DESIGN_NAME = Top
export DESIGN_NICKNAME = Top
export VERILOG_FILES = /design/flow/design.v
export SDC_FILE = /design/flow/constraint.sdc
export NUM_CORES = 4
export LEC_CHECK = 1
export CORE_AREA = 10 10 456 456
export DIE_AREA = 0 0 466 466
$ cat /design/flow/constraint.sdc
current_design Top

set clk_period 24.0
set clk_io_pct 0.2

create_clock -name clk0 -period $clk_period [get_ports {clk}]

set non_clock_inputs [all_inputs -no_clocks]
set_input_delay [expr $clk_period * $clk_io_pct] -clock clk0 $non_clock_inputs
set_output_delay [expr $clk_period * $clk_io_pct] -clock clk0 [all_outputs]
$ cat /design/flow/design.v
module rate_controller #(
  parameter integer C_AXIS_TDATA_WIDTH = 256  
)
(
  input wire                                clk,                   
  input wire                                reset,
  output reg                                in_tready,           
  input wire                                in_tvalid,           
  input wire   [256-1:0]     in_tdata,      
  input wire   [256/2-1:0]   in_tuser,      
  input wire   [256/8-1:0]   in_tstrb,      
  input wire                                in_tlast,      
  input wire   [256/8-1:0]   in_tag,
  input wire                                out_tready,          
  output reg                                out_tvalid,          
  output reg   [256-1:0]     out_tdata,     
  output reg   [256/2-1:0]   out_tuser,     
  output reg   [256/8-1:0]   out_tstrb,     
  output reg                                out_tlast,     
  output reg   [256/8-1:0]   out_tag
);
localparam CONFIG_PHASE          = 32'hC0;
localparam DATA_PHASE            = 32'h5F;
localparam PARAM_SIZE            = 32;
integer i;
reg   [32 - 1 : 0]       D;
reg   [32 - 1 : 0]       N;
reg   [32 - 1 : 0]       P;
reg   [32 - 1 : 0]       Q;
reg   [32 - 1 : 0]       F;
reg   [32 - 1 : 0]       n_counter;
reg   [32 - 1 : 0]       f_counter;
reg                              filter_done;
reg   [32 - 1 : 0]       f_flits;
reg   [32 - 1 : 0]       f_empty; 
reg   [2 : 0]  state;
localparam CONFIG    = 3'd0;
localparam TRANSIT   = 3'd1;
localparam DATA_EXPL = 3'd2;
localparam DATA_FILT = 3'd3;
localparam NULL_FLIT = 3'd4;
reg [256-1:0]   data;
reg                            valid;
reg [256/2-1:0] user;
reg [256/8-1:0] strobe;
reg [256/8-1:0] tag;
reg                            last;
always @(posedge clk) begin
  if (reset) begin
    state <= CONFIG;
    D  <= 0;
    N  <= 0;
    P  <= 0;
    Q  <= 0;
    F  <= 0;
    n_counter   <= 0;
    f_counter   <= 0;
    filter_done <= 0;
    f_flits     <= 0;
    f_empty     <= 0;
    data   <= 0;
    valid  <= 0;
    user   <= 0;
    strobe <= 0;
    tag    <= 0;
    last   <= 0;
  end
  else begin
    case (state)
      CONFIG : begin
        if(in_tvalid && in_tready && (in_tag == CONFIG_PHASE)) begin
          D <= in_tdata[32*1 - 1 : 32*0];
          N <= in_tdata[32*2 - 1 : 32*1];
          P <= in_tdata[32*3 - 1 : 32*2];
          Q <= in_tdata[32*4 - 1 : 32*3];
          F <= in_tdata[32*5 - 1 : 32*4];
          state <= TRANSIT;
        end
        else begin
          state <= CONFIG;
        end
        data   <= 0;
        valid  <= 0;
        user   <= 0;
        strobe <= 0;
        tag    <= 0;
        last   <= 0;
        n_counter   <= 0;
        f_counter   <= 0;
        filter_done <= 0;
        f_flits     <= 0;
        f_empty     <= 0;
      end
      TRANSIT : begin
        if(out_tready) begin
          state <= (F == P) ? DATA_EXPL : DATA_FILT;
        end
        else begin
          state <= TRANSIT;
        end
        f_flits <= (F >> 5) + ((F&32'h1F)>0);
        f_empty <= ((F&32'h1F)>0) ? 32'h20 - (F&32'h1F) : 0; 
      end
      DATA_EXPL : begin
        if((in_tvalid || n_counter>0) && out_tready && (in_tag == DATA_PHASE)) begin
          if(n_counter == N - 1) begin
            n_counter <= 0;
            state <= (last | in_tlast) ? NULL_FLIT : DATA_EXPL;
          end
          else begin
            n_counter <= n_counter + 1;
            state  <= DATA_EXPL;
          end
          if(n_counter == 0) begin
            data   <= in_tdata;
            valid  <= in_tvalid;
            user   <= in_tuser;
            strobe <= in_tstrb;
            tag    <= in_tag;
            last   <= in_tlast;
          end
        end
        else begin
          state  <= DATA_EXPL;
        end
      end
      DATA_FILT : begin
        if(in_tvalid && out_tready && (in_tag == DATA_PHASE)) begin
          if(f_counter == f_flits - 1) begin
            if(in_tlast) begin
              f_counter   <= 0;
            end
            filter_done <= 1; 
          end
          else begin
            f_counter <= f_counter + 1;
          end
        end
        else if(in_tvalid && in_tready && (in_tag == 0)) begin
          filter_done <= 0;
        end
        state  <= DATA_FILT;
      end
      NULL_FLIT : begin  
        if(in_tvalid && in_tready && (in_tag == 0)) begin
          state <= DATA_EXPL;
        end
        else begin
          state <= NULL_FLIT;
        end
        data   <= 0;
        valid  <= 0;
        user   <= 0;
        strobe <= 0;
        tag    <= 0;
        last   <= 0;
      end
      default : begin
        state <= CONFIG;
      end
    endcase    
  end
end
always @ (*) begin
  case(state)
    CONFIG : begin
      in_tready  = 1;
      out_tvalid = 0;
      out_tdata  = 0;
      out_tuser  = 0;
      out_tstrb  = 0;
      out_tlast  = 0;
      out_tag    = 0;
    end
    TRANSIT : begin
      if(out_tready) begin
        in_tready  = 1;
        out_tvalid = 1;
        out_tdata  = 0;
        out_tuser  = 0;
        out_tstrb  = 0;
        out_tlast  = 1;
        out_tag    = 0;
      end
      else begin
        in_tready  = 1;
        out_tvalid = 0;
        out_tdata  = 0;
        out_tuser  = 0;
        out_tstrb  = 0;
        out_tlast  = 0;
        out_tag    = 0;
      end
    end
    DATA_EXPL : begin
      if(n_counter == 0) begin
        in_tready  = out_tready;
        out_tvalid = in_tvalid;
        out_tdata  = in_tdata;
        out_tuser  = in_tuser;
        out_tstrb  = in_tstrb;
        out_tlast  = (N == 1) ? in_tlast : 0;
        out_tag    = in_tag;
      end
      else begin
        in_tready  = 0;
        out_tvalid = valid;
        out_tdata  = data;
        out_tuser  = user;
        out_tstrb  = strobe;
        out_tlast  = (n_counter == N - 1) ? last : 0;
        out_tag    = tag;
      end        
    end
    DATA_FILT : begin
      in_tready  = out_tready;
      if(in_tag == DATA_PHASE) begin
        if(filter_done) begin
          out_tvalid = 0;
          out_tdata  = 0;
          out_tuser  = 0;
          out_tstrb  = 0;
          out_tlast  = 0;
          out_tag    = 0;
        end
        else begin
          out_tvalid = in_tvalid;
          out_tlast  = (f_counter == f_flits - 1) & in_tvalid & out_tready ? 1 : 0;
          out_tdata  = out_tlast ? in_tdata&({256{1'b1}} >> f_empty*8) : in_tdata;
          out_tuser  = out_tlast ? (32 - f_empty) : 32;
          out_tstrb  = out_tlast ? ({32{1'b1}} >> f_empty) : in_tstrb;
          out_tag    = in_tag;
        end        
      end
      else begin  
        out_tvalid = 0;
        out_tdata  = 0;
        out_tuser  = 0;
        out_tstrb  = 0;
        out_tlast  = 0;
        out_tag    = 0;         
      end
    end
    NULL_FLIT : begin  
      in_tready  = 1;
      out_tvalid = 0;
      out_tdata  = 0;
      out_tuser  = 0;
      out_tstrb  = 0;
      out_tlast  = 0;
      out_tag    = 0;   
    end
    default : begin
      in_tready  = 1;
      out_tvalid = 0;
      out_tdata  = 0;
      out_tuser  = 0;
      out_tstrb  = 0;
      out_tlast  = 0;
      out_tag    = 0;
    end
  endcase
end
endmodule
module Top #(
  parameter integer C_AXIS_TDATA_WIDTH = 256  
)
(
  input wire                 clk,                   
  input wire                 reset,                 
  output wire                io_in_ready,           
  input wire                 io_in_valid,           
  input wire   [256-1:0]     io_in_bits_tdata,      
  input wire   [256/2-1:0]   io_in_bits_tuser,      
  input wire   [256/8-1:0]   io_in_bits_tstrb,      
  input wire                 io_in_bits_tlast,      
  input wire   [256/8-1:0]   io_in_tag,             
  input wire                 io_out_ready,          
  output wire                io_out_valid,          
  output wire  [256-1:0]     io_out_bits_tdata,     
  output wire  [256/2-1:0]   io_out_bits_tuser,     
  output wire  [256/8-1:0]   io_out_bits_tstrb,     
  output wire                io_out_bits_tlast,     
  output wire  [256/8-1:0]   io_out_tag,            
  input wire                 io_pcIn_valid,         
  input wire                 io_pcIn_bits_request,  
  input wire   [15:0]        io_pcIn_bits_moduleId, 
  input wire   [7:0]         io_pcIn_bits_portId,   
  input wire   [19:0]        io_pcIn_bits_pcValue,  
  input wire   [3:0]         io_pcIn_bits_pcType,   
  output wire                io_pcOut_valid,        
  output wire                io_pcOut_bits_request, 
  output wire  [15:0]        io_pcOut_bits_moduleId,
  output wire  [7:0]         io_pcOut_bits_portId,  
  output wire  [19:0]        io_pcOut_bits_pcValue, 
  output wire  [3:0]         io_pcOut_bits_pcType  
);
  rate_controller #(
    .C_AXIS_TDATA_WIDTH (256)
  ) 
  rc_inst(
    .clk                    ( clk               ),
    .reset                  ( reset             ),
    .in_tready              ( io_in_ready       ),
    .in_tvalid              ( io_in_valid       ),
    .in_tdata               ( io_in_bits_tdata  ), 
    .in_tuser               ( io_in_bits_tuser  ),
    .in_tstrb               ( io_in_bits_tstrb  ),
    .in_tlast               ( io_in_bits_tlast  ),
    .in_tag                 ( io_in_tag         ),
    .out_tready             ( io_out_ready      ),
    .out_tvalid             ( io_out_valid      ),
    .out_tdata              ( io_out_bits_tdata ),
    .out_tuser              ( io_out_bits_tuser ),
    .out_tstrb              ( io_out_bits_tstrb ),
    .out_tlast              ( io_out_bits_tlast ),
    .out_tag                ( io_out_tag        )
  );
endmodule
$ cat /design/flow/run.sh
#!/bin/bash
# OpenROAD 26Q1-2900-gdf79404cd8, Yosys 0.63+post, stock flow scripts
make -C /OpenROAD-flow-scripts/flow DESIGN_CONFIG=/design/flow/config.mk WORK_HOME=/design/flow/orfs finish
==> flow_metrics.py <==
# Metrics from the implementation run
metrics = {
    "sta": {
        "fin_skew_ps": 51.2,
        "worstMarginPinSlew_ps": 973,
        "hold_viol_final": 0,
        "period_minus_slack_ps": 15090,
        "drv_slew": 0,
        "setup-violations-final": 0,
        "slew_headroom_pct": 33.5,
        "hold_ws_ps": 457,
        "fmax_mhz": 66.3,
        "rsz0062_at_grt": "false",
        "setup-tns-final_ps": 0,
        "period_used_pct": 62.9,
    },
    "clocking": {
        "clock_path_buffers": 3,
        "cts_tree": "yes",
        "cts_buffers": 81,
        "cts_setup_buffers": 0,
        "ctsResizeCount": 0,
        "cts_hold_buffers": 0,
        "cts.sinks": 650,
        "cts-htree-levels": 3,
        "insertion_delay_ps": 690,
        "cts-root-buf": "clkbuf_16",
        "clk_pin_slew_ps": 60,
    },
    "detailed_routing": {
        "wl_um": 202000,
        "wl_per_cell_um": 24.0,
        "vias_per_cell": 4.82,
        "drtAntennaViolNets": 0,
        "drc": 0,
        "drtIter0Drc": 3533,
        "dr.pass1.iters": 8,
        "num_vias": 40491,
    },
    "worst_setup_path": {
        "critPathKind": "in -> out",
        "slowest_delay_ps": 840,
        "crit_cells": 11,
        "worstSetupEndpointType": "output port",
        "cp_max_fo": 67,
        "crit_start": "io_in_tag[8]",
        "crit_path_end": "io_out_bits_tstrb[2]",
        "critical-path-top-delay-family": "buffers and inverters",
        "worstPathCellList": "clkdlybuf4s50_1 -> nor4_1 -> nand4_1 -> nor3_1 -> and2_4 -> buf_4 -> buf_4 -> buf_4 -> o2bb2ai_1 -> a21oi_1 -> clkdlybuf4s50_1",
        "worstReg2RegEnd": "rc_inst.user[74]",
        "worst_path_most_repeated_cell": "buf_4",
        "startpoint_type": "input port",
        "reg2reg_depth": 13,
        "cp.arrival_ps": 10290,
        "rr_startpoint": "rc_inst.n_counter[0]",
        "r2r_slack_ps": 17530,
        "cp.required_ps": 19200,
        "worst-path-buf-inv": 5,
        "cpMaxStageDelayCell": "clkdlybuf4s50_1",
    },
    "cells_and_area": {
        "final_util_pct": 26.1,
        "lay_top_count": "nand2_1",
        "fillerInstances": 20997,
        "layout-drive-gt1-share_pct": 6.85,
        "area_growth_pct": 38.2,
        "stdcell_area_um2": 51600,
        "mostFrequentLayoutCells": "nand2_1 (933), clkdlybuf4s50_1 (902), dfxtp_1 (647), nor2_1 (539), a22oi_1 (492)",
    },
    "power": {
        "pwr-share-seq_pct": 42.1,
        "p_switching_uw": 617,
        "comb_power_share_pct": 5.6,
        "p_sw_share_pct": 24.1,
        "ir_drop_v": 0.0000429,
        "total_power_mw": 2.56,
        "p_per_area_nw_per_um2": 49.7,
        "p_int_mw": 1.94,
        "leakage_nw": 18.6,
        "clkPwrFrac_pct": 52.2,
    },
    "synthesis": {
        "area_leaders": "dfxtp_1 (35%), a22oi_1 (9.9%), nand2_1 (9.4%), nor2_1 (5.5%), a21oi_1 (4.9%)",
        "yosys_cells": 5038,
        "yosysWarningCount": 51,
        "synth_cell_types": 82,
        "top_area_share_pct": 34.9,
        "yosys.area.top_type": "dfxtp_1",
        "synth_cells": 5038,
        "async_flop_share_pct": 0,
        "ff_type": "dfxtp_1",
        "synth.cell_area_um2": 37300,
        "ys_seq_share_pct": 34.9,
        "edf_count": 0,
        "syn_area_per_cell_um2": 7.40,
        "ys_ff": 650,
        "yosys-stat-area_um2": 37300,
    },
    "min_path": {
        "min_path_type": "reg -> reg",
    },
    "floorplanning": {
        "ios": 1004,
        "coreArea_um2": 198000,
        "die-height_um": 466,
        "die_x_um": 466,
        "die-area_um2": 217000,
        "initCoreUtil_pct": 18.9,
        "rows": 163,
    },
    "placement": {
        "dpl.hpwl_um": 153000,
        "gp_congestion": 1.01,
        "dpl_cell_area_um2": 48600,
        "port_buffers": 903,
    },
    "global_routing": {
        "antenna_found_initial": 87,
        "grt_max_degree": 135,
        "gr-usage-all-layers_pct": 17.9,
        "grt.overflow.total": 0,
        "grt_pass1_vias": 38012,
        "grt_pass1_wl_um": 284000,
    },
    "status": {
        "status": "completed",
    },
    "flow_run": {
        "tool_warnings": 88,
        "cap_violations": 0,
    },
}
synth_stat cells (all sizes together) (15+ instances only):
master / instances
or2: 15
nand2: 934
ha: 15
dfxtp: 650
a31o: 91
nor3: 52
o21bai: 110
clkbuf: 439
xor2: 39
a32oi: 29
or4: 18
and2: 54
buf: 82
nand2b: 17
nor4: 88
and3: 33
xnor2: 105
inv: 76
nor3b: 22
nor2: 550
or3: 20
mux2i: 150
a21oi: 366
nand3: 83
nand4: 53
a22oi: 492
o21ai: 239
o221ai: 36
final cells by class:
class	count	area [um^2]	share of cell area, %
Multi-Input combinational cell	3840	22100	42.8
Sequential cell	650	13000	25.2
Timing Repair Buffer	1008	9880	19.2
Tap cell	2640	3300	6.41
Clock buffer	115	2400	4.66
Clock inverter	34	480	0.932
Inverter	76	293	0.568
Antenna cell	40	100	0.194
state kept, by name (all words and copies together), names as in the netlist, 5 cells and up:
register	flops
rc_inst.data	256
rc_inst.user	128
rc_inst.F	32
rc_inst.N	32
rc_inst.P	32
rc_inst.f_counter	32
rc_inst.n_counter	32
rc_inst.strobe	32
rc_inst.tag	32
rc_inst.f_flits	28
rc_inst.f_empty	6
rc_inst.state	5
layer usage:
layer  vias to the layer above  track usage (%)  routed length [um]
li1                      19089                -                   -
met1                     19397             22.2               79700
met2                      1624             28.6               95700
met3                       339             5.91               17400
met4                        42             7.61                8920
met5                         -                0                 280
stage by stage:
stage	std cells	setup WS, ps
3_5_place_dp	8214	8800
4_1_cts	8363	8780
2_1_floorplan	5087	12610
3_3_place_gp	8214	8770
6_report	8403	8910
5_1_grt	8397	8600
power by group through the flow:
stage,registers [mW],logic (mW),clock network [mW]
after global routing,1.08,0.155,1.41
after CTS,1.08,0.145,1.37
final,1.08,0.144,1.34
cells by family after synthesis:
group / share of synthesized area (%)
and+or+nand+nor: 23.4
AOI/OAI and AO/OA: 27.1
DFF: 34.9
buffers and inverters: 6.65
muxes: 4.06
xor gates and xnor gates: 3.44
adders and majority gates: 0.503
other: 0.0101
worst min-delay path by stage:
stage,start,end,slack (ps),cells after the start
6_report,rc_inst.tag[30],rc_inst.tag[30],460,1
5_1_grt,rc_inst.tag[20],rc_inst.tag[20],480,1
4_1_cts,rc_inst.tag[30],rc_inst.tag[30],460,1
Power and IR drop assume default switching activity.
